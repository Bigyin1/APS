### flow/run.sh
#!/bin/bash
# OpenROAD 26Q1-2900-gdf79404cd8, Yosys 0.63+post, stock flow scripts
make -C /OpenROAD-flow-scripts/flow DESIGN_CONFIG=/design/flow/config.mk WORK_HOME=/design/flow/orfs finish
### flow/config.mk
export PLATFORM = sky130hd
export DESIGN_NAME = nexys_adder
export DESIGN_NICKNAME = nexys_adder
export VERILOG_FILES = /design/flow/design.v
export SDC_FILE = /design/flow/constraint.sdc
export NUM_CORES = 4
export LEC_CHECK = 1
export CORE_UTILIZATION = 40
### flow/constraint.sdc
current_design nexys_adder

set clk_period 4.5
set clk_io_pct 0.2

create_clock -name clk0 -period $clk_period [get_ports {CLK100}]

set non_clock_inputs [all_inputs -no_clocks]
set_input_delay [expr $clk_period * $clk_io_pct] -clock clk0 $non_clock_inputs
set_output_delay [expr $clk_period * $clk_io_pct] -clock clk0 [all_outputs]
### flow/design.v
package alu_opcodes_pkg;
  localparam ALU_OP_WIDTH = 5;
  localparam ALU_ADD = 5'b00000;
  localparam ALU_SUB = 5'b01000;
  localparam ALU_XOR = 5'b00100;
  localparam ALU_OR = 5'b00110;
  localparam ALU_AND = 5'b00111;
  localparam ALU_SRA = 5'b01101;   
  localparam ALU_SRL = 5'b00101;   
  localparam ALU_SLL = 5'b00001;   
  localparam ALU_LTS = 5'b11100;   
  localparam ALU_LTU = 5'b11110;   
  localparam ALU_GES = 5'b11101;   
  localparam ALU_GEU = 5'b11111;   
  localparam ALU_EQ = 5'b11000;   
  localparam ALU_NE = 5'b11001;   
  localparam ALU_SLTS = 5'b00010;   
  localparam ALU_SLTU = 5'b00011;   
endpackage
module nexys_adder (
    input CLK100,
    input resetn,
    input BTND,
    input [15:0] SW,
    output [15:0] LED,
    output CA,
    CB,
    CC,
    CD,
    CE,
    CF,
    CG,
    DP,
    output [7:0] AN
);
  wire [31:0] A;
  wire [31:0] B;
  wire        Pin;
  wire [31:0] S;
  wire        Pout;
  localparam pwm = 1000;
  reg [9:0] counter;
  reg [3:0] semseg;
  reg [7:0] ANreg;
  reg CAr, CBr, CCr, CDr, CEr, CFr, CGr, DPr;
  reg [15:0] LEDr;
  fulladder32 DUT (
      .a_i    (A),
      .b_i    (B),
      .carry_i(Pin),
      .sum_o  (S),
      .carry_o(Pout)
  );
  assign B = {24'b0, SW[7:0]};
  assign A = {24'b0, SW[15:8]};
  assign Pin = BTND;
  assign LED[15:0] = LEDr[15:0];
  assign AN[7:0] = ANreg[7:0];
  assign {CA, CB, CC, CD, CE, CF, CG, DP} = {CAr, CBr, CCr, CDr, CEr, CFr, CGr, DPr};
  always @(posedge CLK100) begin
    if (!resetn) begin
      LEDr[15:0] <= 'b0;
      counter <= 'b0;
      ANreg[7:0] <= 8'b11111110;
      {CAr, CBr, CCr, CDr, CEr, CFr, CGr, DPr} <= 8'b11111111;
    end else begin
      LEDr[15:0] <= S[15:0];
      if (counter < pwm)
        counter <= counter + 'b1;
      else begin
        counter  <= 'b0;
        ANreg[1] <= ANreg[0];
        ANreg[2] <= ANreg[1];
        ANreg[3] <= ANreg[2];
        ANreg[4] <= ANreg[3];
        ANreg[5] <= ANreg[4];
        ANreg[6] <= ANreg[5];
        ANreg[7] <= ANreg[6];
        ANreg[0] <= ANreg[7];
      end
      unique case (1'b0)
        ANreg[0]: begin
          semseg <= (S) % 5'h10;
          DPr <= 1'b1;
        end
        ANreg[1]: begin
          semseg <= (S / 'h10) % 5'h10;
          DPr <= 1'b1;
        end
        ANreg[2]: begin
          semseg <= (S / 'h100) % 5'h10;
          DPr <= 1'b1;
        end
        ANreg[3]: begin
          semseg <= (S / 'h1000) % 5'h10;
          DPr <= 1'b1;
        end
        ANreg[4]: begin
          semseg <= (B) % 5'h10;
          DPr <= 1'b1;
        end
        ANreg[5]: begin
          semseg <= (B / 'h10) % 5'h10;
          DPr <= 1'b1;
        end
        ANreg[6]: begin
          semseg <= (A) % 5'h10;
          DPr <= 1'b0;
        end
        ANreg[7]: begin
          semseg <= (A / 'h10) % 5'h10;
          DPr <= 1'b1;
        end
      endcase
      case (semseg)
        4'h0: {CAr, CBr, CCr, CDr, CEr, CFr, CGr} <= 7'b0000001;
        4'h1: {CAr, CBr, CCr, CDr, CEr, CFr, CGr} <= 7'b1001111;
        4'h2: {CAr, CBr, CCr, CDr, CEr, CFr, CGr} <= 7'b0010010;
        4'h3: {CAr, CBr, CCr, CDr, CEr, CFr, CGr} <= 7'b0000110;
        4'h4: {CAr, CBr, CCr, CDr, CEr, CFr, CGr} <= 7'b1001100;
        4'h5: {CAr, CBr, CCr, CDr, CEr, CFr, CGr} <= 7'b0100100;
        4'h6: {CAr, CBr, CCr, CDr, CEr, CFr, CGr} <= 7'b0100000;
        4'h7: {CAr, CBr, CCr, CDr, CEr, CFr, CGr} <= 7'b0001111;
        4'h8: {CAr, CBr, CCr, CDr, CEr, CFr, CGr} <= 7'b0000000;
        4'h9: {CAr, CBr, CCr, CDr, CEr, CFr, CGr} <= 7'b0000100;
        4'hA: {CAr, CBr, CCr, CDr, CEr, CFr, CGr} <= 7'b0001000;
        4'hB: {CAr, CBr, CCr, CDr, CEr, CFr, CGr} <= 7'b1100000;
        4'hC: {CAr, CBr, CCr, CDr, CEr, CFr, CGr} <= 7'b0110001;
        4'hD: {CAr, CBr, CCr, CDr, CEr, CFr, CGr} <= 7'b1000010;
        4'hE: {CAr, CBr, CCr, CDr, CEr, CFr, CGr} <= 7'b0110000;
        4'hF: {CAr, CBr, CCr, CDr, CEr, CFr, CGr} <= 7'b0111000;
      endcase
    end
  end
endmodule
module fulladder32(
    input  logic [31:0] a_i,
    input  logic [31:0] b_i,
    input  logic        carry_i,
    output logic [31:0] sum_o,
    output logic        carry_o
);
  assign sum_o = a_i + b_i;
  assign carry_o = carry_i;
endmodule
==> qor.yml <==
setup_ws_ns: 1.52
rsz0062_at_grt: "no"
tightestPinTransition_ns: 0.499
drive_gt1_frac: 0.0547
seq_area_um2: 821
ys_area_um2: 2110
ys_sh_xor: 0.0332
vias: 1703
cts_num_sinks: 39
synthCells: 231
maxCapViolCount: 0
placed_area_um2: 2560
grt_pass1_vias: 1561
setup-violations-final: 0
cp.arrival_ns: 3.02
die_width_um: 74.6
routabilityCongestion: 0.955
ant_nets: 0
slowest_stage: "fa_1"
tns_ns: 0
fin_total_pwr_w: 0.000821
clkLatencyLatePin_ns: 0.29
p_switching_w: 0.000204
hold_viol_final: 0
synthToLayoutAreaGrowth_pct: 26.9
max_clock_freq_ghz: 0.336
drtIter0Drc: 50
cp-start-kind: "input port"
ys_cells: 231
clock_power_share: 0.345
mux_share: 0.0332
wl_um: 4530
io_pins: 51
synth-edff-count: 4
cts-buffers-inserted: 5
worst_path_largest_cell_delay_ns: 0.45
ys.flop_type: "dfxtp_1"
warning_count: 31
dieArea_um2: 5570
grt_max_degree: 23
synth_simple_gate_area_share: 0.198
hold-worst-slack_ns: 0.463
critical_path_required_ns: 4.54
finalCritPeriodShare: 0.662
first_pass_iters: 4
cts_setup_buffers: 0
fa_ha_area_frac: 0.0985
yosysUniqueCellTypes: 51
layout.area.comb_um2: 1190
worstSetupPathType: "input port to flip-flop"
grt_pass1_wl_um: 7470
post_cts_resized: 0
syn_area_um2: 2110
cp_max_fo: 4
path_clk_slew_ns: 0.08
max-slew-margin-rel: 0.665
endpoint_kind: "flip-flop"
critical_path.top_delay_family: "AND-OR/OR-AND gates"
n_fill_cell: 491
grt.total_usage: 0.180
port_buffers: 42
yosys.stat.seqShare: 0.389
internal_power_w: 0.000617
cts_tree: "done"
avgViaCountPerCell: 4.95
hold_class: "flip-flop to flip-flop"
antenna_found_initial: 0
synth.logic.top_family: "simple AND/OR/NAND/NOR gates"
synth_area_per_cell_um2: 9.13
synthArstFlopShare: 0
share_seq_of_total_power: 0.475
routedWlPerCell_um: 13.2
htree_levels: 2
fp_util: 0.413
ys_ff: 39
drc_errors: 0
switching_share: 0.249
clockRootBuffer: "clkbuf_8"
combPwrFrac: 0.181
crit_chain: "clkdlybuf4s50_1, ha_1, fa_1, a211oi_4, nor2_2, o21a_1, o41a_1"
ir_worst_vdd_uv: 121
core_area_um2: 5110
fp.dieH_um: 74.6
yosysWarnings: 1
post-route-min-period_ns: 2.98
slew_violations: 0
dp.final_hpwl_um: 3470
crit_buf_inv: 1
powerDensity_nw_per_um2: 306
num_rows: 26
ctsHoldBuffers: 0
place_ws_ns: 1.23
final_area_um2: 2680
aoi_share: 0.187
fin_worst_skew_ns: 0.00595
p_leak_nw: 1.13
outcome: "complete, no violations"
diodes: 0
overflow: 0
cts.path.max_buffers: 2
-- kinds of logic after synthesis --
group	after synthesis
buffers and inverters	25
AOI/OAI and AO/OA	51
and+or+nand+nor	84
adders and majority gates	16
DFF	39
xor gates and xnor gates	8
other	1
muxes	7
-- power by group through the flow --
stage	Sequential [W]	Clock (W)	Combinational, W
CTS	0.000390	0.000286	0.000150
global route	0.000393	0.000304	0.000168
finish	0.000390	0.000283	0.000148
-- cells in the mapped netlist (2+ instances only) --
library cell	n	area (µm²)
nand4_1	2	12.5
buf_2	2	10.0
a22o_1	2	17.5
o211ai_1	6	45.0
nor3_1	4	20.0
and3_1	2	12.5
nand2_1	20	75.1
or2_2	2	12.5
inv_1	11	41.3
buf_4	7	52.6
nor2_1	24	90.1
edfxtp_1	4	120
ha_1	15	188
and2_1	5	31.3
nand2b_1	4	25.0
dfxtp_1	35	701
o311ai_0	3	26.3
a31oi_1	3	18.8
o31ai_1	2	15.0
a221oi_1	2	17.5
o21ai_0	8	40.0
xor2_1	3	26.3
a21oi_1	6	30.0
mux2i_1	7	70.1
xnor2_1	5	43.8
clkbuf_1	4	15.0
nor2b_1	10	62.6
nand3_1	4	20.0
a2111o_1	3	33.8
o21bai_1	4	30.0
nor3b_1	2	15.0
-- registers in the layout, indices dropped and copies added, names as in the netlist --
signal   count
CFr          1
DPr          1
CEr          1
LEDr         9
semseg       4
CGr          1
CBr          1
CCr          1
CDr          1
counter     10
CAr          1
ANreg        8
-- through the flow --
step	cells	util
finish	344	0.524
global route	344	0.524
CTS	344	0.524
detailed placement	336	0.502
global placement	336	0.502
floorplan	237	-
-- layer usage --
layer,GRT usage,routed length [µm]
met1,0.256,2150
met2,0.304,2110
met4,0.0168,57
met3,0.0353,214
met5,0,0
-- layout by cell type (no fill, tap or decap), types with 2 or more instances in the layout --
| master | netlist | final |
|---|---|---|
| o21ai_0 | 8 | 8 |
| nor3_1 | 4 | 4 |
| and3_1 | 2 | 2 |
| conb_1 | 1 | 7 |
| xnor2_1 | 5 | 5 |
| nand2_1 | 20 | 20 |
| a22o_1 | 2 | 2 |
| a31oi_1 | 3 | 3 |
| clkbuf_8 | 0 | 6 |
| o31ai_1 | 2 | 2 |
| ha_1 | 15 | 15 |
| xor2_1 | 3 | 3 |
| a21oi_1 | 6 | 6 |
| dfxtp_1 | 35 | 35 |
| nor2_1 | 24 | 24 |
| a2111o_1 | 3 | 3 |
| nor2b_1 | 10 | 10 |
| and2_1 | 5 | 5 |
| o211ai_1 | 6 | 6 |
| nand4_1 | 2 | 2 |
| or2_2 | 2 | 2 |
| nor3b_1 | 2 | 2 |
| mux2i_1 | 7 | 7 |
| o311ai_0 | 3 | 3 |
| clkdlybuf4s50_1 | 0 | 42 |
| a221oi_1 | 2 | 2 |
| o21bai_1 | 4 | 4 |
| nand3_1 | 4 | 4 |
| inv_1 | 11 | 11 |
| nand2b_1 | 4 | 4 |
| edfxtp_1 | 4 | 4 |
-- area by class of cell --
cell class | instances | area share
multi-input combinational | 173 | 0.443
sequential | 39 | 0.307
inverter | 11 | 0.0154
tap | 70 | 0.0327
timing repair buffer | 43 | 0.160
clock inverter | 1 | 0.00187
clock buffer | 7 | 0.0402
-- worst reg2reg max path: stages, from the launching register on --
cell and delay, ns:
dfxtp_1 0.54, nand4_1 0.19, nor3_2 0.42, mux2i_1 0.33, nand3_1 0.11
-- worst paths after layout --
kind                               from                   to  slack, ns  depth (start not counted)
setup / recovery                  SW[0]  semseg[0]$_DFFE_PP_       1.52                          7
hold / removal    ANreg[0]$_SDFFE_PN0P_     DPr$_SDFFE_PN1P_       0.46                          1
setup reg to reg  ANreg[1]$_SDFFE_PN1P_  semseg[1]$_DFFE_PP_       2.65                          4
hold reg to reg   ANreg[0]$_SDFFE_PN0P_     DPr$_SDFFE_PN1P_       0.46                          1
No activity file was given, so power comes from the tool's default toggle rates.
